File: design/flow/config.mk
export PLATFORM = sky130hd
export DESIGN_NAME = SevenDisplay
export DESIGN_NICKNAME = SevenDisplay
export VERILOG_FILES = /design/flow/design.v
export SDC_FILE = /design/flow/constraint.sdc
export NUM_CORES = 4
export LEC_CHECK = 1
export CORE_AREA = 10 10 70 70
export DIE_AREA = 0 0 80 80
File: design/flow/constraint.sdc
current_design SevenDisplay

set clk_period 1.0
set clk_io_pct 0.2

create_clock -name clk0 -period $clk_period

set non_clock_inputs [all_inputs -no_clocks]
set_input_delay [expr $clk_period * $clk_io_pct] -clock clk0 $non_clock_inputs
set_output_delay [expr $clk_period * $clk_io_pct] -clock clk0 [all_outputs]
File: design/flow/design.v
module SevenDisplay(r_a,r_b,o1,o2,o3,o4,show,keypadBuf,o5);
input [2:0] r_a,r_b;
input show;
input [3:0] keypadBuf;
output [6:0] o1,o2,o3,o4,o5;
reg [6:0] o1,o2,o3,o4,o5;
always@(*)
begin
	case(keypadBuf)
					4'd0: o5 <= 7'b1000000;
					4'd1: o5 <= 7'b1111001;
					4'd2: o5 <= 7'b0100100;
					4'd3: o5 <= 7'b0110000;
					4'd4: o5 <= 7'b0011001;
					4'd5: o5 <= 7'b0010010;
					4'd6: o5 <= 7'b0000010;
					4'd7: o5 <= 7'b1011000;
					4'd8: o5 <= 7'b0000000;
					4'd9: o5 <= 7'b0010000;
					4'd10: o5 <= 7'b0001000;
					4'd11: o5 <= 7'b0000011;
					4'd12: o5 <= 7'b1000110;
					4'd13: o5 <= 7'b0100001;
					4'd14: o5 <= 7'b0000110;
					4'd15: o5 <= 7'b0001110;
		endcase 
   if(!show)  
	   begin
		   o1=7'b0000011;
			o2=7'b1000000;
			o3=7'b0001000;
			o4=7'b1000000;
		end
	else
	begin
	   case(r_a)
         0:o4=7'b1000000;
         1:o4=7'b1111001;
         2:o4=7'b0100100;
         3:o4=7'b0110000;
         4:o4=7'b0011001;
         default:o4=7'b1000000;
      endcase
	   o3=7'b0001000;
		case(r_b)
         0:o2=7'b1000000;
         1:o2=7'b1111001;
         2:o2=7'b0100100;
         3:o2=7'b0110000;
         4:o2=7'b0011001;
         default:o2=7'b1000000;
      endcase
		o1=7'b0000011;
	end
end
endmodule 
File: design/flow/run.sh
#!/bin/bash
# OpenROAD 26Q1-2900-gdf79404cd8, Yosys 0.63+post, stock flow scripts
make -C /OpenROAD-flow-scripts/flow DESIGN_CONFIG=/design/flow/config.mk WORK_HOME=/design/flow/orfs finish
==> flow_summary.json <==
{
  "yosys_area_um2": 538,
  "area_leaders": "buf_4 25%, ha_1 12%, nor3b_1 11%",
  "crit_path_max_fanout": 4,
  "p_leak_nw": 0.486,
  "finalHoldViolations": 0,
  "cts_hold_buf": 0,
  "tool_warnings": 39,
  "area_growth_pct": 92.8,
  "status": "finished with violations",
  "synthSimpleGateAreaFrac_pct": 30.2,
  "ys_top_logic_family": "buffers and inverters",
  "common_cells": "18 x buf_4, 8 x nor3b_1, 5 x ha_1, 5 x nor2b_1",
  "route.detailed.drc": 0,
  "n_antenna_cell": 0,
  "track_usage_pct": 4.65,
  "ys_sh_aoi_pct": 14.2,
  "drt-wirelength-per-cell_um": 10.7,
  "dieArea_um2": 6400,
  "finalMaxSlewViolations": 0,
  "grt_pass1_wl_um": 2660,
  "top_area_cell": "buf_4",
  "adder_share_pct": 11.6,
  "syn_inst": 72,
  "vias": 570,
  "vias_per_cell": 3.61,
  "place_inst": 153,
  "nFillCells": 364,
  "drive_above_1_share_pct": 63.4,
  "num_rows": 21,
  "syn_area_um2": 538,
  "timing.fmax_mhz": 720,
  "worstSetupStartpoint": "keypadBuf[0]",
  "syn_area_per_cell_um2": 7.47,
  "top_cell": "buf_4",
  "setup_ws_ps": -388,
  "flop_area_um2": 0,
  "die_h_um": 80,
  "drtIter0Drc": 4,
  "grt_max_degree": 10,
  "setup_viol": 7,
  "yosysCellCount": 72,
  "grt_pass1_vias": 598,
  "synth_cell_types": 25,
  "wirelength_um": 1700,
  "fp.dieW_um": 80,
  "synthXorXnorAreaFrac_pct": 4.88,
  "ioPinCount": 46,
  "yosysSeqAreaShare_pct": 0,
  "n_clock_buffer": 0,
  "cp_data_arrival_time_ps": 1190,
  "critPathKind": "input pin to output port",
  "port_buffers": 30,
  "layout.cells.non_filler": 158,
  "tns_ps": -1510,
  "power.total_w": 0.000365,
  "crit_path_end": "o5[3]",
  "powerDensity_nw_per_um2": 352,
  "rsz0062_at_grt": "true",
  "netlist.area_leader.share_pct": 25.1,
  "critPathRequiredTime_ps": 800,
  "core-area_um2": 3420,
  "design.seq.count": 0,
  "dp_hpwl_um": 1320,
  "crit_path_end_kind": "output port",
  "ys_warn_count": 1,
  "fin_crit_sh_pct": 139,
  "place_congestion": 0.777,
  "combGateArea_um2": 558,
  "min_path_cells": 3,
  "drtPass1Iterations": 2,
  "cp-start-kind": "input pin",
  "floorplan.core_util_pct": 15.8,
  "ir_worst_vdd_v": 0.000151,
  "violations": "negative setup slack",
  "drv_cap": 0,
  "overflow": 0,
  "antenna_left": 0,
  "synthMuxAreaShare_pct": 6.74,
  "min_period_ps": 1390,
  "min_path_type": "input pin to output port",
  "grt_antenna_before_repair": 0
}
## critical path, cell delays in order
cell and delay (ps):
buf_12 110, inv_16 30, ha_4 250, inv_2 20, mux4_2 440, buf_2 130
## cell type report
cell class | count | area share [%]
inverters | 4 | 3.50
multi-input cells | 62 | 53.8
well taps | 46 | 5.55
repair buffers | 46 | 37.2
## cell usage in the layout (no fill, tap or decap), types with 2 or more instances in the layout
cell type       n
dlygate4sd2_1   2
o21a_1          2
o21ai_1         2
nor3b_2         6
buf_6          12
buf_2          15
buf_12          2
xnor2_1         2
ha_2            2
ha_4            2
a21oi_1         2
conb_1         16
nor2b_1         4
clkbuf_2        2
nor2_1          3
nor4bb_2        2
buf_4          11
## timing repair
item                                    4_1_cts  5_1_grt
endpoints found under the setup margin       19       10
pin swaps                                    18        5
setup buffers                                 4        3
gates resized                               128       28
## kinds of logic (layout without fill, tap and decap cells)
| group | after synthesis | in the layout |
|---|---|---|
| multiplexers | 2 | 2 |
| buffers and inverters | 24 | 50 |
| other | 2 | 16 |
| adder cells (fa/ha/maj) | 5 | 5 |
| AND/OR/NAND/NOR | 25 | 25 |
| XOR/XNOR | 3 | 3 |
| AND-OR/OR-AND | 11 | 11 |
## per-layer routing
metal / global-route usage, % / vias up / routed length (um)
met2: 7.70 / 31 / 708
met1: 5.97 / 246 / 803
met4: 0 / 0 / 0
met3: 1.70 / 0 / 183
li1: - / 293 / -
met5: 0 / - / 0
## metrics by stage
stage	instance area, um^2	util [%]	hold WS [ps]	setup WS, ps
after floorplan	621	-	413	-87.6
after global placement	922	27.0	1410	-1230
after detailed placement	922	27.0	1420	-1260
after CTS	962	28.2	636	-476
after global routing	1040	30.4	654	-419
final	1040	30.4	630	-388
## report_power, final
part | switching [W] | internal, W
Combinational | 0.000142 | 0.000223
Clock | 0 | 0
Sequential | 0 | 0
## worst min path at each step
stage,start,end,slack (ps)
after CTS,r_b[1],o2[0],640
after global routing,r_b[1],o2[0],650
final,r_b[1],o2[0],630
