`flow/config.mk`:
```
export PLATFORM = sky130hd
export DESIGN_NAME = Match
export DESIGN_NICKNAME = Match
export VERILOG_FILES = /design/flow/design.v
export SDC_FILE = /design/flow/constraint.sdc
export NUM_CORES = 4
export LEC_CHECK = 1
export CORE_AREA = 10 10 98 98
export DIE_AREA = 0 0 108 108
```
`flow/constraint.sdc`:
```
current_design Match

set clk_period 6.9
set clk_io_pct 0.2

create_clock -name clk0 -period $clk_period

set non_clock_inputs [all_inputs -no_clocks]
set_input_delay [expr $clk_period * $clk_io_pct] -clock clk0 $non_clock_inputs
set_output_delay [expr $clk_period * $clk_io_pct] -clock clk0 [all_outputs]
```
`flow/design.v`:
```
module Match(q1,q2,q3,q4,a1,a2,a3,a4,r_a,r_b,match);
input [3:0] q1,q2,q3,q4,a1,a2,a3,a4;
input match;
output [2:0] r_a,r_b;
reg [2:0] r_a,r_b;
always@(*)
begin
   if(!match)
	   begin
		   r_a=0;
			r_b=0;
		end
	else
	   begin
	   r_a=0;
      r_b=0;	
		r_a=(a1==q1)+(a2==q2)+(a3==q3)+(a4==q4);
		r_b=(a1==q2)+(a1==q3)+(a1==q4)
			  +(a2==q1)+(a2==q3)+(a2==q4)
			  +(a3==q1)+(a3==q2)+(a3==q4)
			  +(a4==q1)+(a4==q2)+(a4==q3);
		end
end
endmodule 
```
`flow/run.sh`:
```
#!/bin/bash
# OpenROAD 26Q1-2900-gdf79404cd8, Yosys 0.63+post, stock flow scripts
make -C /OpenROAD-flow-scripts/flow DESIGN_CONFIG=/design/flow/config.mk WORK_HOME=/design/flow/orfs finish
```
==> results.sh <==
# source this file to load flow results
export IMPL_finalHoldViolCount=0
export IMPL_area_leaders="xnor2_1 46%, fa_1 15%, nand4_1 8.3%, xor2_1 6.6%, clkbuf_2 4.7%"
export IMPL_area_growth_pct=59.88
export IMPL_yosysWarnings=1
export IMPL_maxSlewViolCount=0
export IMPL_wl_per_cell_um=13.08
export IMPL_vias=968
export IMPL_drv_cap=0
export IMPL_endpoint_kind="primary output"
export IMPL_hold_path_class="in2out"
export IMPL_place_gp_congestion=0.8847
export IMPL_ir_drop_mv=0.01237
export IMPL_hpwl_um=3435
export IMPL_tool_warnings=32
export IMPL_p_leak_nw=0.7174
export IMPL_fin_crit_sh=0.9780
export IMPL_grt_max_degree=7
export IMPL_status="finished, final reports clean"
export IMPL_finalWirelength_um=3676
export IMPL_syn_area_per_cell_um2=8.526
export IMPL_fp_utilization=0.1383
export IMPL_whs_ns=3.541
export IMPL_slowest_delay_ns=0.57
export IMPL_yosysTopAreaCell="xnor2_1"
export IMPL_cts_setup_buffers=0
export IMPL_drc_errors=0
export IMPL_fin_setup_tns_ns=0
export IMPL_power_per_cell_area_nw_per_um2=65.62
export IMPL_top_cell="xnor2_1"
export IMPL_rsz0062_at_grt="false"
export IMPL_io_buffers=39
export IMPL_synth_seq_share=0
export IMPL_critPathTopFamily="adder cells"
export IMPL_die_h_um=108
export IMPL_cp_num_buf_inv=4
export IMPL_crit_slowest_cell="fa_1"
export IMPL_synth_area_um2=1057
export IMPL_cp_start_kind="input pin"
export IMPL_die_area_um2=11660
export IMPL_grt_pass1_wl_um=5961
export IMPL_std_cell_rows=32
export IMPL_critPathArrivalTime_ns=5.37
export IMPL_top_cell_area_share=0.4639
export IMPL_fp_coreArea_um2=7647
export IMPL_flop_area_um2=0
export IMPL_crit_type="in2out"
export IMPL_grt_pass1_vias=1127
export IMPL_synth_cells=124
export IMPL_nFillCells=823
export IMPL_viasPerCell=3.445
export IMPL_clkbuf_count=0
export IMPL_drtIter0Drc=33
export IMPL_grtUsageTotal=0.06541
export IMPL_cts_hold_buffers=0
export IMPL_setup_viol=0
export IMPL_overflow=0
export IMPL_floorplan_io_pins=39
export IMPL_ys_cells=124
export IMPL_die_x_um=108
export IMPL_flop_count=0
export IMPL_worstPathCellList="dlygate4sd2_1 > xnor2_1 > nand4_1 > fa_1 > fa_1 > fa_1 > fa_1 > inv_1 > ha_1 > inv_1 > fa_2 > xnor3_1 > and2_1 > clkdlybuf4s50_1"
export IMPL_drive_above_1_share=0.2247
export IMPL_period_needed_ns=6.748
export IMPL_slew_headroom=0.7955
export IMPL_drtAntennaViolNets=0
export IMPL_ys_chip_area_um2=1057
export IMPL_fmax_mhz=148.2
export IMPL_antenna_found_initial=1
export IMPL_netlist_top_cells_count="56 x xnor2_1, 14 x nand4_1, 10 x clkbuf_2"
export IMPL_tightest_slew_ns=0.3042
export IMPL_crit_path_frequent_cell="fa_1"
export IMPL_first_pass_iters=4
export IMPL_synth_distinct_cells=12
export IMPL_cp_max_fo=3
export IMPL_crit_required_ns=5.52
[placed cells by master, fill, tap and decap left out, types with 2 or more instances in the layout]
cell type and n:
clkbuf_2 6, nand4_1 14, nor4_2 2, xnor2_1 56, ha_1 4, inv_1 9, dlygate4sd2_1 20, dlymetal6s2s_1 5
xor2_1 8, buf_4 31, and2_1 5, clkdlybuf4s15_1 2, clkdlybuf4s50_1 6, fa_1 7
[cell type report]
| type | count | area (um^2) | area share |
|---|---|---|---|
| Antenna cell | 1 | 2.502 | 0.001480 |
| Tap cell | 102 | 127.6 | 0.07550 |
| Multi-Input combinational cell | 99 | 945.9 | 0.5596 |
| Inverter | 9 | 33.78 | 0.01999 |
| Timing Repair Buffer | 70 | 580.6 | 0.3434 |
[path summary, 6_finish.rpt]
kind / slack, ns / cells after the start / to / startpoint
setup / recovery: 0.15 / 14 / r_b[2] / q3[1]
hold / removal: 3.54 / 3 / r_b[1] / match
[where the power goes]
part / total [mW] / internal [mW] / switching, mW
logic: 0.111 / 0.0625 / 0.0485
clock network: 0.0000000194 / 0.0000000194 / 0
registers: 0 / 0 / 0
[metal layers]
| metal | routed length [um] | track usage | vias up | part of all wire |
|---|---|---|---|---|
| li1 | - | - | 495 | - |
| met3 | 207 | 0.01446 | 2 | 0.056 |
| met5 | 0 | 0 | - | 0 |
| met1 | 1443 | 0.07399 | 450 | 0.39 |
| met4 | 42 | 0.006679 | 0 | 0.011 |
| met2 | 1982 | 0.1250 | 21 | 0.54 |
[kinds of logic (layout without fill, tap and decap cells)]
kind of cell,after synthesis,in the layout,share of synthesized area
buf+inv,25,79,0.1077
simple gates,22,22,0.1420
xor+xnor,65,65,0.5515
other cells,0,1,0
fa+ha+maj,12,12,0.1988
[what timing repair did]
action,CTS,global route
cloned,0,0
pin swaps,6,16
endpoints found under the setup margin,2,2
gates resized,28,20
[metrics by stage]
stage	total power, mW	instance area [um^2]	setup slack (ns)	instances	utilization
2_1_floorplan	0.06380	1057	0.8251	124	-
3_3_place_gp	0.1187	1728	-0.1590	280	0.2259
3_5_place_dp	0.1200	1728	-0.1852	280	0.2259
4_1_cts	0.1137	1693	0.04418	280	0.2214
5_1_grt	0.1253	1688	0.002510	280	0.2207
6_report	0.1109	1690	0.1519	281	0.2210
Power figures rest on the tool's default switching activity, not on a simulated workload.
