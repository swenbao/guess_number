==> design/flow/config.mk <==
export PLATFORM = sky130hd
export DESIGN_NAME = Controller
export DESIGN_NICKNAME = Controller
export VERILOG_FILES = /design/flow/design.v
export SDC_FILE = /design/flow/constraint.sdc
export NUM_CORES = 4
export LEC_CHECK = 1
export CORE_AREA = 10 10 78 78
export DIE_AREA = 0 0 88 88
==> design/flow/run.sh <==
#!/bin/bash
# OpenROAD 26Q1-2900-gdf79404cd8, Yosys 0.63+post, stock flow scripts
make -C /OpenROAD-flow-scripts/flow DESIGN_CONFIG=/design/flow/config.mk WORK_HOME=/design/flow/orfs finish
==> design/flow/constraint.sdc <==
current_design Controller

set clk_period 1.4
set clk_io_pct 0.2

create_clock -name clk0 -period $clk_period [get_ports {clock}]

set non_clock_inputs [all_inputs -no_clocks]
set_input_delay [expr $clk_period * $clk_io_pct] -clock clk0 $non_clock_inputs
set_output_delay [expr $clk_period * $clk_io_pct] -clock clk0 [all_outputs]
==> design/flow/design.v <==
module Controller(state,keypadBuf,q1,q2,q3,q4,a1,a2,a3,a4,digit_4,digit_3,digit_2,digit_1,clock,digit_state);
input state;
input [3:0] keypadBuf;
output [3:0] q1,q2,q3,q4,a1,a2,a3,a4;
reg [3:0] q1,q2,q3,q4,a1,a2,a3,a4;
reg [3:0] error;
input digit_4,digit_3,digit_2,digit_1;
output reg [3:0]digit_state;
reg [1:0]next_state;
parameter d_4 = 3,d_3 = 2,d_2 = 1,d_1 = 0;
input clock;
always@(posedge clock)
begin
digit_state = next_state;
end
always@(digit_4 or digit_3 or digit_2 or digit_1)
begin
	if(!digit_4)
		next_state <= d_4;
	else if(!digit_3)
		next_state <= d_3;
	else if(!digit_2)
		next_state <= d_2;
	else if(!digit_1)
		next_state <= d_1;
	else
		next_state <= digit_state;
end
always@(keypadBuf)
begin
   if(!state)  
	   begin
		   case(digit_state)
			   d_1:q1=keypadBuf;
				d_2:q2=keypadBuf;
				d_3:q3=keypadBuf;
				d_4:q4=keypadBuf;
			endcase
		end
	else  
	   begin
		   case(digit_state)
			   d_1:a1=keypadBuf;
				d_2:a2=keypadBuf;
				d_3:a3=keypadBuf;
				d_4:a4=keypadBuf;
			endcase
		end
end
endmodule 
==> run summary <==
State of the implementation.

- Per the post-synthesis stats, the area per cell is 12.2 sq um.
- The part of the total power dissipated in the clock network is 0.426, for reference.
- Across every metal layer, demand over resource in global routing totals 0.0466.
- Dividing the detail-routed via count by the number of cells gives 3.46.
- The setup-violating endpoint count in the final report is 0, for reference.
- The share of post-route cells with drive strength above 1 is 0.0510, for reference.
- The I/O pin count is 46, for reference.
- Clock latency on the worst-skew pair, taken at its later pin, is 210 ps.
- The number of cells in the yosys synthesis report is 51, for reference.
- The path class of the tightest hold or removal check is input pin to flip-flop.
- The horizontal die size is 88 microns, for reference.
- The critical path's largest stage delay is 480 ps, for reference.
- The number of buffer and inverter stages on the critical path is 1, for reference.
- The data required time reported for the critical path is 1120 ps.
- The critical path launch point type is a flip-flop, for reference.
- Measured along the y axis, the die boundary spans 88 microns.
- The number of warnings reported in the stage logs is 25.
- Post-route period utilization is reported as 0.918.
- The HPWL reported at the end of detailed placement is 1.59 mm, for reference.
- The library cells used most frequently in the layout, excluding fill and tap cells, are clkdlybuf4s50_1, dlxtn_1, nand3b_1, nand3_1, clkbuf_8.
- At the end of the flow the core is filled with cells to 0.264.
- The register share of total power is 0.285, for reference.
- The final clock skew is 0 ps, for reference.
- The maximum clock frequency is 778 MHz, for reference.
- The power per cell area is 453 nW/um^2, for reference.
- The report lists the number of cells resized after CTS as 0.
- The library cell contributing the largest single delay on the critical path is clkdlybuf4s50_1, for reference.
- The clock root buffer is clkbuf_8, for reference.
- After routing the design area is 1160 sq um.
- Looking at the critical path, the highest net fanout was 2.
- The most numerous logic cell after layout is clkdlybuf4s50_1, for reference.
- The cell sequence reported for the critical path is clkdlybuf4s50_1.
- The number of antenna violations at the first check in global routing came to 0.
- The number of antenna diodes is 0, for reference.
- TritonCTS created 3 clock buffers.
- The congestion estimate from routability-driven global placement came to 0.696.
- The total power is 0.528 mW, for reference.
- In the floorplan report the effective utilization is 0.141.
- The iteration count recorded for the first detailed-route pass is 2.
- In the setup report, the worst path falls into the class flip-flop to primary output.
- CTS built an H-tree with a depth of 1.
- The report counts max-capacitance violations totalling 0.
- The category of cells accounting for the largest share of critical-path delay is buffers and inverters, for reference.
- The core region area is 4410 sq um, for reference.
- TritonCTS built the clock tree.
- Summing over every cut layer, the via total after detailed routing is 519.
- Per the OpenROAD power report, leakage power amounts to 0.510 nW.
- After detailed routing, the total wire length is 1.92 mm.
- For reference, the placement row count at floorplan is 24.
- The net switching power of the design is 0.101 mW, for reference.
- In the synthesis report, Yosys lists the chip area as 624 sq um.
- The deepest clock path buffer count is 2, for reference.
- In this run, placement finished with an instance count of 147.
- The first-pass GRT wire length is 2.89 mm, for reference.
- STA classifies the critical path endpoint as a primary output.
- The cell internal power dissipation is 0.426 mW, for reference.
- The internal reg-to-reg setup slack is 570 ps, for reference.
- The report puts the hold buffer count at CTS at 0.
- Counting endpoints that fail hold in the final report gives 0.
- After global routing the overflow that remains totals 0.
- The count of synthesis-stage warnings from yosys is 1, for reference.
- Per the post-CTS timing run, clock transition at the registers of the reported paths is 30 ps.
- The post-synthesis sequential element count is 34, for reference.
- The number of buffers added for setup after CTS is 0, for reference.
- The floorplan step defined a die boundary enclosing 7740 sq um.
- After the flow finishes, the layout carries non-filler instances totaling 150.
- The final count of pins violating max slew is 0, for reference.
- The peak ir drop on the vdd network is 0.000781 V, for reference.
- The endpoint arrival time on the critical path is 1010 ps, for reference.
- Nets still carrying antenna violations after routing amount to 0.
- The number of unconstrained endpoints is 64, for reference.
- Input and output buffers added on the ports amount to 43.
- Counting I/O delays and the setup requirement, the final critical path takes 1290 ps.
- The wire length per cell is 12.8 microns, for reference.
- After detailed routing, the number of remaining DRC violations is 0.
- The run finished with clean final reports.
- The pin count of the biggest net entering global routing is 10, for reference.
- The placement-stage cell area is 1120 sq um, for reference.
- The number of distinct library cells after synthesis is 13, for reference.
- Setup repair after global routing left no endpoint under its margin.
- The timer found 32 register pins that no clock reaches; their paths are not timed.
- The summed negative setup slack over all endpoints is 0 ps, for reference.
- Per the post-synthesis report, the number of cells in the design is 51.
- The growth of design area from synthesis to finish is 86.6%, for reference.
- The netlist area before placement is 624 sq um, for reference.
- The number of global-route vias before repair came to 546.
- The number of design-rule violations left by the first detailed-router iteration is 11, for reference.
- The proportion of total power due to net switching is 0.192, for reference.
- Of the total power, combinational logic draws 0.290.
state kept, by name, summed over array words and instances (netlist names):
signal and cells:
q1 4, q3 4, q4 4, q2 4
a4 4, a3 4, a2 4, digit_state 2
a1 4
cells in the mapped netlist:
cell type | n | area share
dfxtp_1 | 2 | 0.064
inv_1 | 1 | 0.0060
buf_4 | 2 | 0.024
a21boi_0 | 1 | 0.012
conb_1 | 1 | 0.0060
nand3b_1 | 3 | 0.036
nor2_1 | 1 | 0.0060
dlxtn_1 | 32 | 0.77
nand2_1 | 1 | 0.0060
or3b_1 | 2 | 0.028
nand3_1 | 3 | 0.024
or3_1 | 1 | 0.010
o21ai_0 | 1 | 0.0080
final cells by class:
| cell class | instances | area, sq um |
|---|---|---|
| Clock buffer | 3 | 41.3 |
| Tap cell | 52 | 65.1 |
| Sequential cell | 34 | 520 |
| Fill cell | 453 | 3250 |
| Timing Repair Buffer | 45 | 445 |
| Multi-Input combinational cell | 15 | 88.8 |
| Inverter | 1 | 3.75 |
metal layers:
metal,vias up,track usage,routed length [microns]
li1,252,-,-
met1,234,0.0574,771
met2,33,0.0747,784
met3,0,0.0262,366
met4,0,0,0
met5,-,0,0
cell families (layout without fill, tap and decap cells):
family	Yosys count	after routing	synth area share
AND/OR/NAND/NOR	11	11	0.110
flip-flops	2	2	0.0641
latches	32	32	0.770
AND-OR/OR-AND	2	2	0.0200
buffers and inverters	3	49	0.0300
other	1	2	0.00601
power by group through the flow:
stage                 Sequential [mW]  Combinational [mW]  Clock (mW)
after CTS                       0.151               0.159       0.229
after global routing            0.155               0.170       0.239
final                           0.150               0.153       0.225
per-stage QoR:
stage | hold WS [ps] | setup WS [ps]
6_report | 595 | 114
5_1_grt | 635 | 62.9
4_1_cts | 591 | 97.9
3_5_place_dp | 654 | 277
3_3_place_gp | 647 | 295
2_1_floorplan | 352 | 725
path summary, 6_finish.rpt:
path | startpoint | to | cells after the start
setup reg to reg | digit_state[0] | digit_state[0] | 3
setup / recovery | digit_state[1] | digit_state[1] | 1
hold / removal | digit_4 | digit_state[1] | 2
hold reg to reg | digit_state[1] | digit_state[1] | 3
No activity file was given, so power comes from the tool's default toggle rates.
